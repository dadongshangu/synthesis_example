<file path="design/flow/config.mk">
export PLATFORM = sky130hd
export DESIGN_NAME = adder
export DESIGN_NICKNAME = adder
export VERILOG_FILES = /design/flow/design.v
export SDC_FILE = /design/flow/constraint.sdc
export NUM_CORES = 4
export LEC_CHECK = 1
export CORE_UTILIZATION = 50
</file>
<file path="design/flow/constraint.sdc">
current_design adder

set clk_period 23.2
set clk_io_pct 0.2

create_clock -name clk0 -period $clk_period [get_ports {clk}]

set non_clock_inputs [all_inputs -no_clocks]
set_input_delay [expr $clk_period * $clk_io_pct] -clock clk0 $non_clock_inputs
set_output_delay [expr $clk_period * $clk_io_pct] -clock clk0 [all_outputs]
</file>
<file path="design/flow/design.v">
module adder #(parameter DSIZE = 64)
            (
                in_a,
                in_b,
                in_c,
                in_d,
                sum,
                clk, 
                rst_n
            );
input   [DSIZE-1:0]     in_a;
input   [DSIZE-1:0]     in_b;
input   [DSIZE-1:0]     in_c;
input   [DSIZE-1:0]     in_d;
output  [DSIZE-1:0]     sum ;
input                   clk;
input                   rst_n;
wire   [DSIZE-1:0]      sum_ab;
wire   [DSIZE-1:0]      sum_cd;
wire   [DSIZE-1:0]      sum_abcd;
reg    [DSIZE-1:0]      sum_ab_l;
reg    [DSIZE-1:0]      sum_cd_l;
reg    [DSIZE-1:0]      sum_abcd_l;
assign sum_ab[DSIZE-1:0]    = in_a + in_b;
assign sum_cd[DSIZE-1:0]    = in_c + in_d;
assign sum_abcd[DSIZE-1:0]  = sum_ab_l + sum_cd_l;
always @(posedge clk or negedge rst_n)
begin
    if(~rst_n)
    begin
        sum_ab_l    <= 0;
        sum_cd_l    <= 0;
        sum_abcd_l  <= 0;
    end
    else
    begin
        sum_ab_l    <= sum_ab;
        sum_cd_l    <= sum_cd;
        sum_abcd_l  <= sum_abcd;
    end
end
assign sum = sum_abcd_l;
endmodule
</file>
<file path="design/flow/run.sh">
#!/bin/bash
# OpenROAD 26Q1-2900-gdf79404cd8, Yosys 0.63+post, stock flow scripts
make -C /OpenROAD-flow-scripts/flow DESIGN_CONFIG=/design/flow/config.mk WORK_HOME=/design/flow/orfs finish
</file>
==> flow_summary.toml <==
# implementation run metrics
[outcome]
outcome = "completed"

[cts]
clock_tree_from_tritoncts = "built"
postCtsResizedCells = 0
ctsLongestPathBuffers = 2
cts_htree_levels = 4
clock_insertion_delay_worst_skew_ns = 0.44
hold_fix_buffers_cts = 0
clock_sink_count = 192
ctsRootBufferMaster = "sky130_fd_sc_hd__clkbuf_16"
clkTransAtPathRegs_ns = 0.07
tritoncts.num_buffers = 17
cts_post_setup_buffers_inserted = 0

[critical_path]
timing_worst_setup_path_type = "in -> reg"
cp_cell_sequence = "clkdlybuf4s50_1 > ha_1 > fa_1 > a211oi_1 > o21ai_0 > a31oi_1 > a31oi_1 > o211ai_1 > a31oi_1 > o21ai_1 > a21oi_1 > nor3b_1 > xnor2_1"
worstPathRequired_ns = 23.55
critical_path.endpoint_type = "flop"
critPathMaxFanout = 5
critical_path.slowest_cell = "sky130_fd_sc_hd__a31oi_1"
reg2reg_depth = 12
setup.reg_to_reg.worst_slack_ns = 19.66
start_kind = "input port"
critical_path.n_buffers_inverters = 1
rr_endpoint = "sum_abcd_l[62]"
timing.critical_path.arrival_ns = 8.36
timing.critical_path.max_delay_family = "AND-OR/OR-AND gates"
cpPeakStageDelay_ns = 0.47
r2r-start = "sum_ab_l[0]"
cell_mode_on_critical_path = "sky130_fd_sc_hd__a31oi_1"

[place]
buffer_ports.inserted = 321
total_half_perimeter_wirelength_after_legalization_and_detailed_placement_microns = 41300
finalWeightedCongestion = 0.964
dp.cells = 2476

[final_layout]
n_fill_cell = 2542
count_of_placed_standard_cells_in_the_final_layout_fillers_left_out = 2510
syn2layout_area_growth_pct = 25.2
post_route_cells_drive_above_1_share = 0.0370

[synthesis]
yosys-stat-area_sq_mm = 0.0160
common_cells = "225 x sky130_fd_sc_hd__a21oi_1, 192 x sky130_fd_sc_hd__dfrtp_1, 189 x sky130_fd_sc_hd__ha_1"
syn-mean-instance-area_sq_um = 8.72
netlist_top_cells_area = "sky130_fd_sc_hd__dfrtp_1 30%, sky130_fd_sc_hd__ha_1 15%, sky130_fd_sc_hd__a21oi_1 7.0%"
yosys_warnings = 1
numSynthFlops = 192
post-synth-top-area-cell = "sky130_fd_sc_hd__dfrtp_1"
synth-main-ff-cell = "sky130_fd_sc_hd__dfrtp_1"
syn-instance-count = 1836
ys_seq_share = 0.300
synth.lib_cells_used.distinct = 83
netlist_area_sq_mm = 0.0160
netlist.top_cell.by_instances = "sky130_fd_sc_hd__a21oi_1"
ys_async_sr_fraction = 1.00
ys_cells = 1836
post-synth-top-area-fraction = 0.300
flip_flops_with_a_built_in_enable = 0

[power]
power_density_mw_per_mm2 = 84.0
ir_drop_uv = 50.0
leakagePower_nw = 8.70

[worst_hold_path]
hold_path_depth = 1
worst_hold_path.endpoint = "sum_abcd_l[0]"
hold_path.startpoint = "sum_cd_l[0]"
hold_class = "reg -> reg"

[final_timing]
hold_viol_final = 0
final_min_period_ns = 8.01
maxSlewViolCount = 0
fmaxAchievable_mhz = 125
setup_violating_endpoint_count_in_the_final_report = 0
rsz0062_at_grt = "no"
worst-slew-pin-transition_ns = 0.767
final_skew_ns = 0.0136
post-route-period-util = 0.345
relative_slew_slack = 0.484
setup_total_negative_slack_ns = 0

[global_routing]
wire_length_of_the_first_global_routing_pass_microns = 77400
grt_overflow_total = 0
grt_max_degree = 93
gr_usage_total = 0.312
first_global_vias = 14400
initial_antenna_violation_count = 2

[die]
core.rowCount = 65
floorplan.die.width_microns = 181
die_height_microns = 181
core_region_area_sq_mm = 0.0316
chip_area_sq_mm = 0.0327
io_pins = 322
fp_util = 0.507

[route]
drt.antenna.violating_nets = 0
drt-total-wl_microns = 49100
drc = 0
first_pass_iters = 7
detailedRoute.firstIterationViolations = 999
detailroute.via_count = 14900
vias_per_cell = 5.92
route.detailed.wl_per_inst_microns = 19.6

[flow_run]
tool_warnings = 26
drv_cap = 0
==> kinds of logic after synthesis <==
logic type	after synthesis	share of synthesized area
AOI/OAI and AO/OA	654	0.270
xor gates and xnor gates	186	0.102
adders and majority gates	192	0.152
buffers and inverters	141	0.0333
and+or+nand+nor	471	0.143
DFF	192	0.300
==> how the worst max path moves through the flow <==
stage / startpoint / endpoint / depth (start not counted)
final: in_a[0] / sum_ab_l[50] / 13
after global routing: in_a[0] / sum_ab_l[50] / 13
after CTS: in_a[0] / sum_ab_l[50] / 13
==> sequential cells by signal, indices dropped and copies added, names as in the netlist <==
register / flops
sum_ab_l: 64
sum_abcd_l: 64
sum_cd_l: 64
==> per-layer routing <==
metal,wire (microns),vias to the layer above,GRT usage
met3,4650,32,0.0930
met5,0,-,0
li1,-,7259,-
met4,629,0,0.0438
met2,20900,579,0.448
met1,22900,6993,0.485
==> final cells by class <==
type                            count  area [sq um]  share of cell area
Multi-Input combinational cell   1503         10700               0.532
Sequential cell                   192          4800               0.240
Timing Repair Buffer              323          3230               0.161
Tap cell                          402           503              0.0251
Clock buffer                       20           467              0.0233
Inverter                           56           210              0.0105
Clock inverter                     12           143             0.00712
Antenna cell                        2          5.00            0.000250
==> where the power goes <==
part | leakage (nW) | switching, mW | internal, mW
clock network | 0.296 | 0.137 | 0.161
registers | 2.24 | 0.0531 | 0.445
logic | 6.16 | 0.462 | 0.423
total | 8.70 | 0.652 | 1.03
==> cell usage in the layout, fill, tap and decap left out, drive strengths merged, types with 9 or more instances in the layout <==
cell type | synthesis | final
dfrtp | 192 | 192
a21boi | 9 | 9
clkdlybuf4s50 | 0 | 320
o31ai | 14 | 14
inv | 56 | 62
nor2 | 110 | 110
a221oi | 10 | 10
a21oi | 229 | 229
nand4 | 71 | 71
a21o | 94 | 94
o21bai | 51 | 51
xor2 | 73 | 73
a31oi | 23 | 23
o21a | 26 | 26
a211oi | 16 | 16
and3 | 14 | 14
o21ai | 111 | 111
ha | 189 | 189
nor2b | 18 | 18
nand3 | 40 | 40
nand2 | 138 | 138
clkbuf | 81 | 21
xnor2 | 113 | 113
nand2b | 16 | 16
nor3 | 22 | 22
or2 | 9 | 9
and2 | 12 | 12
==> per-stage QoR <==
stage / cell area [sq um] / hold slack (ns) / setup WS (ns) / total power [mW] / utilization
after floorplan: 16000 / 0.443 / 15.92 / 1.03 / -
after global placement: 19400 / 0.462 / 14.99 / 1.37 / 0.615
after detailed placement: 19400 / 0.458 / 14.96 / 1.37 / 0.615
after CTS: 20000 / 0.475 / 15.33 / 1.68 / 0.635
after global routing: 20000 / 0.492 / 14.81 / 1.81 / 0.635
final: 20000 / 0.471 / 15.19 / 1.68 / 0.635
No activity file was given, so power comes from the tool's default toggle rates.
