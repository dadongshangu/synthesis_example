### /design/flow/design.v
module adder_2 #(parameter DSIZE = 64)
            (
                in_a,
                in_b,
                in_c,
                in_d,
                sum,
                clk, 
                rst_n
            );
input   [DSIZE-1:0]     in_a;
input   [DSIZE-1:0]     in_b;
input   [DSIZE-1:0]     in_c;
input   [DSIZE-1:0]     in_d;
output  [DSIZE-1:0]     sum ;
input                   clk;
input                   rst_n;
wire   [DSIZE-1:0]      sum_ab;
wire   [DSIZE-1:0]      sum_cd;
wire   [DSIZE-1:0]      sum_abcd;
reg    [DSIZE-1:0]      sum_abcd_l;
reg    [DSIZE-1:0]      sum_abcd_l2;
assign sum_ab[DSIZE-1:0]    = in_a + in_b;
assign sum_cd[DSIZE-1:0]    = in_c + in_d;
assign sum_abcd[DSIZE-1:0]  = sum_ab + sum_cd;
always @(posedge clk or negedge rst_n)
begin
    if(~rst_n)
    begin
        sum_abcd_l  <= 0;
        sum_abcd_l2 <= 0;
    end
    else
    begin
        sum_abcd_l  <= sum_abcd;
        sum_abcd_l2 <= sum_abcd_l;
    end
end
assign sum = sum_abcd_l2;
endmodule
### /design/flow/run.sh
#!/bin/bash
# OpenROAD 26Q1-2900-gdf79404cd8, Yosys 0.63+post, stock flow scripts
make -C /OpenROAD-flow-scripts/flow DESIGN_CONFIG=/design/flow/config.mk WORK_HOME=/design/flow/orfs finish
### /design/flow/config.mk
export PLATFORM = sky130hd
export DESIGN_NAME = adder_2
export DESIGN_NICKNAME = adder_2
export VERILOG_FILES = /design/flow/design.v
export SDC_FILE = /design/flow/constraint.sdc
export NUM_CORES = 4
export LEC_CHECK = 1
export CORE_UTILIZATION = 30
### /design/flow/constraint.sdc
current_design adder_2

set clk_period 1.0
set clk_io_pct 0.2

create_clock -name clk0 -period $clk_period [get_ports {clk}]

set non_clock_inputs [all_inputs -no_clocks]
set_input_delay [expr $clk_period * $clk_io_pct] -clock clk0 $non_clock_inputs
set_output_delay [expr $clk_period * $clk_io_pct] -clock clk0 [all_outputs]
==> flow_metrics.env <==
# yosys + openroad results
export IMPL_outcome="finished, violations left"
export IMPL_failed_checks="negative setup slack"
export IMPL_first_global_vias=9724
export IMPL_clock_skew_final_ns=0.00740
export IMPL_drv_cap=0
export IMPL_rsz0062_at_grt="true"
export IMPL_io_pins=322
export IMPL_core_area_um2=35700
export IMPL_cp_end_kind="register"
export IMPL_ant_nets=0
export IMPL_cpLargestDelayFamily="AND-OR/OR-AND gates"
export IMPL_flop_cell="sky130_fd_sc_hd__dfrtp_1"
export IMPL_synth_flop_count=128
export IMPL_grt_total_usage_pct=16.5
export IMPL_rows=69
export IMPL_clk_transition_reported_paths_ns=0.06
export IMPL_vdd_ir_drop_max_v=0.00134
export IMPL_cts_inserted_buffers=17
export IMPL_maxSlewViolCount=0
export IMPL_fp_dieH_um=193
export IMPL_post_drt_wl_per_cell_um=13.1
export IMPL_crit_top_cell="sky130_fd_sc_hd__fa_1"
export IMPL_total_number_of_warnings_across_the_stage_logs=28
export IMPL_final_count_of_hold_timing_violations=0
export IMPL_power_density_nw_per_um2=2290
export IMPL_power_static_leakage_nw=9.14
export IMPL_path_class="in2reg"
export IMPL_commonest_cells_after_routing_fill_and_taps_aside="292 x sky130_fd_sc_hd__inv_1, 256 x sky130_fd_sc_hd__buf_4, 170 x sky130_fd_sc_hd__clkdlybuf4s50_1"
export IMPL_critPathSlowestCell="sky130_fd_sc_hd__fa_1"
export IMPL_grt_pass1_wl_um=47100
export IMPL_via_count=9568
export IMPL_hold_path_class="in2reg"
export IMPL_crit_chain="buf_6, fa_1, fa_1, ha_2, fa_2, a211oi_4, o211ai_4, a21oi_4, o311ai_4, a31oi_4, o21ai_4, a2111oi_4, nor2_2, a311oi_2"
export IMPL_synthToLayoutAreaGrowth_pct=68.7
export IMPL_yosysCellCount=1164
export IMPL_critPathRequiredTime_ns=1.32
export IMPL_dpl_instance_area_um2=16600
export IMPL_detail_route_first_pass_iterations=21
export IMPL_timing_slew_headroom_pct=62.8
export IMPL_clk_path_buf_depth=2
export IMPL_max_stage_delay_ns=0.55
export IMPL_cts_root_buffer="sky130_fd_sc_hd__clkbuf_16"
export IMPL_worst_path_buf_inv=1
export IMPL_fmax_mhz=289
export IMPL_layout_cell_area_non_filler_um2=18400
export IMPL_worst_slew_pin_transition_ns=0.557
export IMPL_place_hpwl_um=24200
export IMPL_timing_critical_path_fanout_max=3
export IMPL_synth_warnings=1
export IMPL_synth_area_per_cell_um2=9.37
export IMPL_routed_wirelength_um=29500
export IMPL_fp_dieW_um=193
export IMPL_drc=0
export IMPL_fin_ws_ns=-2.46
export IMPL_dieArea_um2=37100
export IMPL_antennaDiodeCount=0
export IMPL_async_reset_ff_share_pct=100
export IMPL_finalClockPeriodUsage_pct=346
export IMPL_post_synth_tally_of_flip_flops_with_integrated_enable=0
export IMPL_cp_start_kind="input port"
export IMPL_clock_sinks=128
export IMPL_drt_initial_drc_count=375
export IMPL_clock_latency_ns=0.42
export IMPL_initCoreUtil_pct=30.6
export IMPL_layout_drive_gt1_share_pct=40.0
export IMPL_finalWorstPathRequiredPeriod_ns=3.46
export IMPL_synth_chip_area_um2=10900
export IMPL_post_synth_instance_area_um2=10900
export IMPL_arrival_ns=3.79
export IMPL_mostFrequentLayoutCell="sky130_fd_sc_hd__inv_1"
export IMPL_synthesized_instance_count=1164
export IMPL_portBuffers=321
export IMPL_finalSetupViolCount=143
export IMPL_place_gp_congestion=0.896
export IMPL_number_of_antenna_violations_at_the_first_check_in_global_routing=0
export IMPL_final_hold_worst_slack_ns=0.251
export IMPL_tritoncts="built"
export IMPL_htree_num_levels=4
export IMPL_ys_seq_share_pct=29.4
export IMPL_vias_per_cell=4.25
export IMPL_global_route_overflow_total=0
export IMPL_synth_cell_type_count=66
export IMPL_pin_count_of_the_biggest_net_entering_global_routing=40
## per-layer routing
layer	up-vias	track usage, %	wire [µm]
met2	233	26.8	14000
met1	4507	24.5	13300
li1	4802	-	-
met5	-	0	0
met4	0	2.12	496
met3	26	2.52	1680
## cell usage after synthesis (all sizes together) (5+ instances only)
| cell | instances | area (µm²) |
|---|---|---|
| dfrtp | 128 | 3200 |
| o211ai | 7 | 67.6 |
| nand2b | 7 | 43.8 |
| nand3 | 11 | 55.1 |
| nor2b | 7 | 51.3 |
| o21bai | 14 | 105 |
| a211oi | 5 | 42.5 |
| nand2 | 53 | 201 |
| o31ai | 7 | 71.3 |
| nand4 | 26 | 163 |
| nor3 | 8 | 45.0 |
| o21a | 6 | 45.0 |
| o21ai | 51 | 278 |
| ha | 63 | 788 |
| inv | 366 | 1370 |
| nor2 | 27 | 104 |
| a21o | 20 | 153 |
| buf | 6 | 55.1 |
| a31oi | 7 | 58.8 |
| fa | 126 | 2520 |
| xor2 | 21 | 184 |
| a21oi | 95 | 490 |
| xnor2 | 42 | 368 |
| clkbuf | 21 | 78.8 |
## flip-flops by register name, indices dropped and copies added, names as in the netlist
register     cells
sum_abcd_l2     64
sum_abcd_l      64
## through the flow
step,total power [mW],worst slack (ns),TNS [ns],utilization (%),std cells
final,42.2,-2.46,-128.31,51.6,2249
after global routing,45.3,-2.57,-138.76,51.6,2249
after CTS,39.9,-2.47,-134.30,50.2,2238
after detailed placement,31.5,-3.37,-174.53,46.6,2162
after global placement,31.4,-3.29,-174.21,46.6,2162
after floorplan,19.5,-2.48,-122.71,-,1164
## where the power goes
| group | switching, mW | internal (mW) |
|---|---|---|
| clock network | 2.31 | 3.73 |
| logic | 12.7 | 14.9 |
| registers | 0.688 | 7.87 |
## cell type report
cell class                 instances  area (µm²)
inverter                         366        1380
tap                              461         577
multi-input combinational        643        7500
timing repair buffer             620        5160
clock buffer                      19         443
sequential                       128        3200
fill                            3121       17300
clock inverter                    12         136
## cell families (layout without fill, tap and decap cells)
kind of cell             after synthesis  after routing  share of synthesized area (%)
AND-OR/OR-AND                        233            233                           14.1
adder cells (fa/ha/maj)              189            189                           30.4
AND/OR/NAND/NOR                      158            158                           7.31
XOR/XNOR                              63             63                           5.06
buffers and inverters                393           1017                           13.8
flip-flops                           128            128                           29.4
## worst paths after layout
path | startpoint | end | slack [ns] | cells after the start
worst max-delay path | in_c[1] | sum_abcd_l[61] | -2.46 | 14
worst min register to register | sum_abcd_l[62] | sum_abcd_l2[62] | 0.35 | 0
worst max register to register | sum_abcd_l[56] | sum_abcd_l2[56] | 0.49 | 0
min in group asynchronous | rst_n | sum_abcd_l2[40] | 0.48 | 4
max in group asynchronous | rst_n | sum_abcd_l2[1] | -0.01 | 5
worst min-delay path | in_b[0] | sum_abcd_l[0] | 0.25 | 3
## what timing repair did
item | CTS | global route
pin swaps | 158 | 128
gates resized | 536 | 216
buffers inserted | 40 | 22
endpoints found under the setup margin | 128 | 178
hold endpoints to repair | 128 | 116
hold buffers | 6 | 1
No activity file was given, so power comes from the tool's default toggle rates.
