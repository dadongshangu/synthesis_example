[design.v]
module adder_1 #(parameter DSIZE = 64)
            (
                in_a,
                in_b,
                in_c,
                in_d,
                sum,
                clk, 
                rst_n
            );
input   [DSIZE-1:0]     in_a;
input   [DSIZE-1:0]     in_b;
input   [DSIZE-1:0]     in_c;
input   [DSIZE-1:0]     in_d;
output  [DSIZE-1:0]     sum ;
input                   clk;
input                   rst_n;
wire   [DSIZE-1:0]      sum_ab;
wire   [DSIZE-1:0]      sum_cd;
wire   [DSIZE-1:0]      sum_abcd;
reg    [DSIZE-1:0]      sum_ab_l;
reg    [DSIZE-1:0]      sum_cd_l;
reg    [DSIZE-1:0]      sum_abcd_l;
assign sum_ab[DSIZE-1:0]    = in_a + in_b;
assign sum_cd[DSIZE-1:0]    = in_c + in_d;
assign sum_abcd[DSIZE-1:0]  = sum_ab_l + sum_cd_l;
always @(posedge clk or negedge rst_n)
begin
    if(~rst_n)
    begin
        sum_ab_l    <= 0;
        sum_cd_l    <= 0;
        sum_abcd_l  <= 0;
    end
    else
    begin
        sum_ab_l    <= sum_ab;
        sum_cd_l    <= sum_cd;
        sum_abcd_l  <= sum_abcd;
    end
end
assign sum = sum_abcd_l;
endmodule
[run.sh]
#!/bin/bash
# OpenROAD 26Q1-2900-gdf79404cd8, Yosys 0.63+post, stock flow scripts
make -C /OpenROAD-flow-scripts/flow DESIGN_CONFIG=/design/flow/config.mk WORK_HOME=/design/flow/orfs finish
[config.mk]
export PLATFORM = sky130hd
export DESIGN_NAME = adder_1
export DESIGN_NICKNAME = adder_1
export VERILOG_FILES = /design/flow/design.v
export SDC_FILE = /design/flow/constraint.sdc
export NUM_CORES = 4
export LEC_CHECK = 1
export CORE_UTILIZATION = 30
[constraint.sdc]
current_design adder_1

set clk_period 23.2
set clk_io_pct 0.2

create_clock -name clk0 -period $clk_period [get_ports {clk}]

set non_clock_inputs [all_inputs -no_clocks]
set_input_delay [expr $clk_period * $clk_io_pct] -clock clk0 $non_clock_inputs
set_output_delay [expr $clk_period * $clk_io_pct] -clock clk0 [all_outputs]
==> results_slide.txt <==
Physical Implementation Snapshot

Run status
  • Outcome: finished clean

Final timing
  • Skew final: approximately 0.0077 ns
  • Unrepaired setup endpoints after global routing: false
  • F_max: ~130 MHz
  • Setup TNS: 0 ns
  • Slew Limit Headroom: a little under half
  • Worst Tran Pin Value: 0.8001 ns
  • Fin crit period: between 7 and 8 ns
  • Max-slew violation count: 0
  • Tcrit/Tclk final: 33.79%
  • Final Hold Vio Count: 0
  • Setup violations, final: 0

Detailed routing
  • WL/cell: between 15 and 20 µm
  • Via density: between 5 and 6
  • Initial DRC Count: roughly 1000
  • Via count: 14620
  • Final WL: between 50000 and 60000 µm
  • Ant. Diodes: 0
  • Drt first pass iters: 6
  • DRC: 0
  • ANT nets after route: 0

Global route
  • First-pass GRT wire length: approximately 85000 µm
  • Vias in the first global route: 14710
  • Total GRT Usage: a little over a fifth
  • Largest net degree at the start of global routing: a little over 80
  • Congestion Overflow GR: 0
  • Initial antenna violation count: 0

Worst setup path
  • Worst Path Arrival: ~8.2 ns
  • Cell family with most CP delay: AND-OR/OR-AND gates
  • Worst-path maximum fanout: 5
  • CP Buf/Inv Count: 1
  • Reg-to-reg setup timing slack: about 20 ns
  • Critical Path End Type: flip-flop
  • Crit Path Class: input pin to flip-flop
  • CP required: 23.51 ns
  • Worst Setup Start Kind: input pin
  • Worst path max stage delay: about 0.50 ns
  • Crit-path most repeated cell: o21ai_1
  • CP max stage cell: a31oi_1
  • Crit-path cells: clkdlybuf4s50_1 -> ha_1 -> fa_1 -> a211oi_1 -> o21ai_0 -> a31oi_1 -> o21ai_1 -> a21o_1 -> a21oi_1 -> o211a_1 -> o21a_1 -> o21ai_1 -> xor2_1

Synth
  • Yosys cell types: 83
  • Asr flop ratio synth: 100.0%
  • Post-Synthesis Cells: roughly 1800
  • Main area contributors: dfrtp_1 (30%), ha_1 (15%), a21oi_1 (7.0%), xnor2_1 (6.2%), a21o_1 (4.4%)
  • Ys cells: between 1500 and 2000
  • Cell Area, Synth: around 0.016 mm²
  • Cell type with the largest total area: dfrtp_1
  • Syn. warnings: 1
  • Sequential share of the synthesized area: approximately 30%
  • Commonest flop: dfrtp_1
  • Area leader share: between 30% and 40%
  • Synth Area per Inst: slightly below 9 µm²
  • Number of enable flip-flop cells: 0
  • Yosys chip area: about 0.016 mm²
  • FF+latch count, synth: about 190

Cells and area
  • Logic area: roughly 0.011 mm²
  • Fraction of layout cells with a size suffix above 1: about 3.7%
  • Reg area: roughly 0.0048 mm²
  • Synthesis-to-layout area growth: 27.33%
  • Fill count: between 5000 and 6000
  • Design Area, Final: roughly 0.020 mm²

Placement
  • Placement Cell Area: 0.01977 mm²
  • RD Place Congestion: roughly 0.96
  • Post-detail-place hpwl: approximately 48000 µm
  • Port bufs: ~320

Clock network
  • Post-CTS Setup Inserts: 0
  • CTS tree: yes
  • Root buffer cell: clkbuf_16
  • CTS H-tree lvls: 4
  • CTS max path bufs: 2
  • CTS Sinks: about 190
  • Post_cts resized: 0
  • CTS Buf Count: 17
  • CTS Hold Bufs: 0
  • CTS clk-pin slew, worst paths: around 0.070 ns
  • Insertion Delay late pin: roughly 0.45 ns

Floorplanning
  • DIE AREA: approximately 0.054 mm²
  • Core Region: 0.05266 mm²
  • I/O pin count: 322
  • Initial Util: 30.39%
  • Die Y: about 230 µm
  • Die width: approximately 230 µm
  • Row cnt: roughly 84

Hold path
  • HP Class: flip-flop to flip-flop

Power and ir drop
  • Leakage power: just under 9 nW
  • Peak supply drop: ~0.000049 V
  • Power per cell area: 83.51 mW/mm²

Flow run
  • Max Cap Viol: 0
  • OpenROAD warnings: 25
==> path summary, 6_finish.rpt <==
path                                       start                       end  cells after the start
hold / removal             sum_cd_l[0]$_DFF_PN0_   sum_abcd_l[0]$_DFF_PN0_                      1
setup reg to reg           sum_cd_l[6]$_DFF_PN0_  sum_abcd_l[63]$_DFF_PN0_                     10
hold reg to reg            sum_cd_l[0]$_DFF_PN0_   sum_abcd_l[0]$_DFF_PN0_                      1
max in group asynchronous                  rst_n   sum_abcd_l[0]$_DFF_PN0_                      2
setup / recovery                         in_a[0]    sum_ab_l[56]$_DFF_PN0_                     13
min in group asynchronous                  rst_n  sum_abcd_l[47]$_DFF_PN0_                      1
==> Yosys cell counts, types with 21 or more instances <==
master / instances
a21oi_1: 225
dfrtp_1: 192
ha_1: 189
nand2_1: 138
xnor2_1: 113
nor2_1: 110
a21o_1: 94
o21ai_0: 82
clkbuf_1: 81
xor2_1: 73
nand4_1: 71
inv_1: 56
o21bai_1: 51
nand3_1: 40
o21ai_1: 27
o21a_1: 25
a31oi_1: 21
==> flip-flops by register name, summed over array words and instances (netlist names) <==
signal,cells
sum_ab_l,64
sum_abcd_l,64
sum_cd_l,64
==> cell type report <==
| cell class | count | share of cell area, % |
|---|---|---|
| clock buffers | 20 | 2.241 |
| multi-input cells | 1503 | 52.34 |
| inverters | 56 | 1.032 |
| repair buffers | 323 | 15.86 |
| flip-flops and latches | 192 | 23.58 |
| well taps | 688 | 4.225 |
| clock inverters | 12 | 0.7185 |
==> metrics by stage <==
step | util (%) | power (mW) | instances | worst slack [ns] | hold WS [ns]
6_report | 38.70 | 1.702 | 2794 | 15.36 | 0.4697
5_1_grt | 38.70 | 1.835 | 2794 | 15.20 | 0.4947
4_1_cts | 38.70 | 1.713 | 2794 | 15.41 | 0.4771
3_5_place_dp | 37.55 | 1.401 | 2762 | 14.94 | 0.4562
3_3_place_gp | 37.55 | 1.408 | 2762 | 15.01 | 0.4453
2_1_floorplan | - | 1.029 | 1836 | 15.92 | 0.4430
==> worst register-to-register path: cells and delay by family (launching register included) <==
family / cells / cell delay (ns)
AOI/OAI and AO/OA: 8 / 2.48
DFF: 1 / 0.42
xor gates and xnor gates: 1 / 0.14
adders and majority gates: 1 / 0.36
==> metal layers <==
layer	global-route usage [%]	vias to the layer above	wire length, µm
met3	2.590	42	2674
li1	-	7242	-
met4	3.248	0	1025
met2	31.32	376	24350
met1	33.60	6963	27620
met5	0	-	0
==> logic make-up after synthesis <==
| kind of cell | synth area share [%] |
|---|---|
| simple gates | 14.35 |
| xor+xnor | 10.18 |
| flops | 30.02 |
| buf+inv | 3.331 |
| fa+ha+maj | 15.15 |
| compound gates | 26.97 |
==> power breakdown <==
group          leakage [nW]  total [mW]  switching, mW  internal, mW
registers              2.24       0.504         0.0582         0.446
logic                  6.16       0.895          0.471         0.424
clock network         0.292       0.303          0.135         0.167
==> cells in the final DEF (no fill, tap or decap), types with 19 or more instances in the layout <==
cell type	count
nand2_1	138
nor2_1	110
nor3_1	19
a21oi_1	225
o21a_1	25
ha_1	189
xnor2_1	113
a31oi_1	21
dfrtp_1	192
inv_1	56
nand3_1	40
clkdlybuf4s50_1	320
nand4_1	71
o21ai_1	27
a21o_1	94
o21bai_1	51
o21ai_0	82
xor2_1	73
Power and IR drop assume default switching activity.
